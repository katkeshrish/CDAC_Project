==> flow/design.v <==
module FIFO_Counter(
    output logic [31:0]data_out,
    output logic empty,
    output logic full,
    input logic [31:0]data,
    input logic wr_en,
    input logic rd_en,
    input logic clk,
    input logic rst_n
);
logic [31:0]mem[15:0];
logic [4:0]wr_ptr;
logic [4:0]rd_ptr;
logic [4:0]counter;
always_ff@(posedge clk) begin : main_block
    if(!rst_n) begin
        data_out <= 0;
        wr_ptr <= 0;
        rd_ptr <= 0;
        counter <= 0;
    end else begin
        if(wr_en & !full ) begin
            if(wr_ptr+1 == 5'd16) begin
                mem[wr_ptr] <= data;
                wr_ptr <= 0;
                counter <= counter + 1;
            end else begin
                mem[wr_ptr] <= data;
                counter <= counter + 1;
                wr_ptr <= wr_ptr + 1;
            end
        end
        if(rd_en & !empty) begin
            if(rd_ptr+1 == 5'd16) begin
                data_out <= mem[rd_ptr];
                rd_ptr <= 0;
                counter <= counter - 1; 
            end else begin
                data_out <= mem[rd_ptr];
                rd_ptr <= rd_ptr + 1;
                counter <= counter - 1; 
            end
        end
        if(wr_en & !full & rd_en & !empty) begin
            counter <= counter;
        end
    end
end
always_comb begin :Full_empty_block
    case(counter)
    5'd16: 
    begin
        full = 1;
        empty = 0;
    end
    5'd0:
    begin
        empty = 1;
        full = 0;
    end
    default:
    begin
        full = 0;
        empty = 0;
    end
    endcase
end
endmodule
==> flow/run.sh <==
#!/bin/bash
# OpenROAD 26Q1-2900-gdf79404cd8, Yosys 0.63+post, stock flow scripts
make -C /OpenROAD-flow-scripts/flow DESIGN_CONFIG=/design/flow/config.mk WORK_HOME=/design/flow/orfs finish
==> flow/config.mk <==
export PLATFORM = sky130hd
export DESIGN_NAME = FIFO_Counter
export DESIGN_NICKNAME = FIFO_Counter
export VERILOG_FILES = /design/flow/design.v
export SDC_FILE = /design/flow/constraint.sdc
export NUM_CORES = 4
export LEC_CHECK = 1
export CORE_UTILIZATION = 40
==> flow/constraint.sdc <==
current_design FIFO_Counter

set clk_period 21.7
set clk_io_pct 0.2

create_clock -name clk0 -period $clk_period [get_ports {clk}]

set non_clock_inputs [all_inputs -no_clocks]
set_input_delay [expr $clk_period * $clk_io_pct] -clock clk0 $non_clock_inputs
set_output_delay [expr $clk_period * $clk_io_pct] -clock clk0 [all_outputs]
==> metrics.csv <==
metric;value;unit
outcome;completed;
finalHoldViolCount;0;
seq_area;16300;um2
wire_per_inst;24.5;um
placed_area;22800;um2
gp_congestion;0.779;
r2r_end;counter[4]$_SDFFE_PN0P_;
die_x;232;um
grt.total_usage;0.194;
final_area;24500;um2
rows;83;
arrival;7.03;ns
cts-root-buf;clkbuf_16;
min_period;6.55;ns
syn_to_final_growth;15.6;%
fin_skew;0.00811;ns
fin_crit_sh;0.302;
post_drt_via_cell_ratio;5.56;
ys_types;44;
ys_cells;1062;
crit_path_end;counter[4]$_SDFFE_PN0P_;
power_density;106;nW/um2
max-slew-margin-rel;0.424;
globalRouteOverflowTotal;0;
reg2reg_from;counter[0]$_SDFFE_PN0P_;
cts_max_path_buffers;3;
ff2ff_setup_slack;18.54;ns
end_kind;flip-flop;
cts_resized;0;
grt_max_degree;76;
drive_gt1_frac;0.193;
routed_wl;46100;um
cts_tree;done;
cts_buffers;55;
fp_util;0.409;
final_util;0.473;
fillers;4166;
critPathLaunchType;input port;
postSynthAreaPerCell;20.0;um2
worst_slack;15.15;ns
insertedDiodeCount;0;
htreeDepth;2;
tns;0;ns
warning_count;29;
clk_latency;0.59;ns
pin_count;70;
cts_sinks;559;
num_vias;10467;
synth_seq_share;0.770;
die_h;232;um
io_buffers;69;
required;22.18;ns
fmax;153;MHz
p_leak;7.54;nW
hold_buffers;0;
worst_pin_slew;0.862;ns
ant_nets;0;
r2r_cells;9;
postCtsSetupBuffers;0;
firstDrtPassIters;5;
grt_pass1_wl;69400;um
synth_warnings;1;
antenna_found_initial;2;
logic_area;4670;um2
ys.flops;559;
final_cell_mix;edfxtp_1 (512), mux4_2 (96), clkdlybuf4s50_1 (68);
synth_area;21200;um2
coreArea;51800;um2
pre_cts_slack;14.57;ns
drtIter0Drc;713;
grt_pass1_vias;11301;
criticalPathCategory;input port to flip-flop;
rsz0062_at_grt;no;
netlist_instances;1062;
ys_chip_area;21200;um2
peakVddDrop;0.0000630;V
cp_max_fo;48;
final_common_cell;edfxtp_1;
setup.worst_path.start;rd_en;
drc;0;
dieArea;53900;um2
drv_slew;0;
drv_cap;0;
dpl.hpwl;24900;um
setup_viol;0;
clkTransAtPathRegs;0.06;ns
hp-class;flip-flop to flip-flop;
[area by class of cell]
| cell class | count | share of cell area |
|---|---|---|
| flip-flops and latches | 559 | 0.666 |
| clock buffers | 80 | 0.0621 |
| multi-input cells | 434 | 0.191 |
| repair buffers | 104 | 0.0392 |
| inverters | 6 | 0.000919 |
| well taps | 680 | 0.0347 |
| clock inverters | 21 | 0.00608 |
[worst min-delay path by stage]
stage / start / end / slack, ns / cells past startpoint
after CTS: wr_ptr[4]$_SDFFE_PN0N_ / wr_ptr[4]$_SDFFE_PN0N_ / 0.54 / 2
after global routing: wr_ptr[4]$_SDFFE_PN0N_ / wr_ptr[4]$_SDFFE_PN0N_ / 0.57 / 2
final: wr_ptr[4]$_SDFFE_PN0N_ / wr_ptr[4]$_SDFFE_PN0N_ / 0.53 / 2
[cells in the mapped netlist, drive strengths merged]
library cell | count | area share
a311oi | 1 | 0.00041
xnor2 | 4 | 0.0020
nand2b | 2 | 0.00059
nor4 | 1 | 0.00030
and3b | 1 | 0.00041
a32o | 1 | 0.00047
or3 | 1 | 0.00030
a22oi | 32 | 0.011
a31oi | 20 | 0.0059
a21oi | 33 | 0.0078
nand2 | 13 | 0.0023
nand4 | 1 | 0.00030
o211ai | 1 | 0.00035
edfxtp | 512 | 0.73
mux2i | 65 | 0.031
nand3 | 14 | 0.0033
a221oi | 19 | 0.0079
a211oi | 1 | 0.00035
a31o | 2 | 0.00083
xor2 | 4 | 0.0017
o21ai | 55 | 0.014
nor2b | 2 | 0.00059
or4 | 1 | 0.00053
and2 | 4 | 0.0012
a21boi | 1 | 0.00035
nand4b | 1 | 0.00041
clkbuf | 36 | 0.0064
dfxtp | 47 | 0.044
buf | 27 | 0.0079
nor2 | 25 | 0.0044
inv | 6 | 0.0011
a21o | 3 | 0.0011
mux4 | 96 | 0.10
nor3 | 7 | 0.0019
o221ai | 13 | 0.0054
ha | 9 | 0.0053
fa | 1 | 0.00094
[routing by layer]
metal,global-route usage,routed length [um]
met1,0.267,17100
met3,0.132,6890
met2,0.274,21000
met4,0.0329,951
met5,0.0175,159
[stage by stage]
stage / hold WS [ns] / std cells / power [mW]
floorplan: 0.481 / 1062 / 1.59
global placement: 0.521 / 1783 / 1.75
detailed placement: 0.533 / 1783 / 1.75
CTS: 0.539 / 1884 / 2.64
global route: 0.574 / 1884 / 2.72
finish: 0.533 / 1884 / 2.61
[where the power goes]
group          internal, mW  switching [mW]  total (mW)
sequential             1.22          0.0460        1.26
clock                 0.507           0.379       0.886
combinational         0.233           0.223       0.456
[critical path, cell delays in order]
cell	delay (ns)
clkdlybuf4s50_1	0.50
o21ai_4	0.11
inv_2	0.35
buf_4	0.56
ha_1	0.36
a21o_1	0.18
or3_1	0.32
a21oi_1	0.14
and3b_1	0.17
[registers in the layout (all words and copies together), names as in the netlist]
name / flops
counter: 5
data_out: 32
mem: 512
rd_ptr: 5
wr_ptr: 5
[kinds of logic after synthesis]
group | count (synthesis) | synth area share
DFF | 559 | 0.770
and+or+nand+nor | 73 | 0.0165
AOI/OAI and AO/OA | 182 | 0.0556
xor gates and xnor gates | 8 | 0.00366
buffers and inverters | 69 | 0.0153
adders and majority gates | 10 | 0.00626
muxes | 161 | 0.133
Power figures rest on the tool's default switching activity, not on a simulated workload.
