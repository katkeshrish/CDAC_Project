==> /design/flow/design.v <==
module Async_Tx_FIFO #(
    parameter DATA_WIDTH = 32,
    parameter ADDR_WIDTH = 4  
)(
    input  logic [DATA_WIDTH-1:0] data_in,
    input  logic wr_en,
    input  logic rd_en,
    input  logic ACLK,    
    input  logic SCLK,    
    input  logic rst_n,
    output logic [DATA_WIDTH-1:0] data_out,
    output logic empty,
    output logic full
);
    logic [DATA_WIDTH-1:0] mem [0:(1<<ADDR_WIDTH)-1];
    logic [ADDR_WIDTH:0] wr_ptr_bin, rd_ptr_bin;
    logic [ADDR_WIDTH:0] wr_ptr_gry, rd_ptr_gry;
    logic [ADDR_WIDTH:0] wr_ptr_sync1, wr_ptr_sync2;
    logic [ADDR_WIDTH:0] rd_ptr_sync1, rd_ptr_sync2;
    always_ff @(posedge ACLK or negedge rst_n) begin
        if (!rst_n) begin
            wr_ptr_bin <= 0;
            wr_ptr_gry <= 0;
        end else if (wr_en && !full) begin
            wr_ptr_bin <= wr_ptr_bin + 1;
            wr_ptr_gry <= ((wr_ptr_bin + 1) >> 1) ^ (wr_ptr_bin + 1);
            mem[wr_ptr_bin[ADDR_WIDTH-1:0]] <= data_in;
        end
    end
    always_ff @(posedge SCLK or negedge rst_n) begin
        if (!rst_n) begin
            rd_ptr_bin <= 0;
            rd_ptr_gry <= 0;
            data_out   <= 0;
        end else if (rd_en && !empty) begin
            rd_ptr_bin <= rd_ptr_bin + 1;
            rd_ptr_gry <= ((rd_ptr_bin + 1) >> 1) ^ (rd_ptr_bin + 1);
            data_out   <= mem[rd_ptr_bin[ADDR_WIDTH-1:0]];
        end
    end
    always_ff @(posedge SCLK or negedge rst_n) begin
        if (!rst_n) begin
            wr_ptr_sync1 <= 0;
            wr_ptr_sync2 <= 0;
        end else begin
            wr_ptr_sync1 <= wr_ptr_gry;
            wr_ptr_sync2 <= wr_ptr_sync1;
        end
    end
    always_ff @(posedge ACLK or negedge rst_n) begin
        if (!rst_n) begin
            rd_ptr_sync1 <= 0;
            rd_ptr_sync2 <= 0;
        end else begin
            rd_ptr_sync1 <= rd_ptr_gry;
            rd_ptr_sync2 <= rd_ptr_sync1;
        end
    end
    assign empty = (wr_ptr_sync2 == rd_ptr_gry);
    assign full  = (wr_ptr_gry == {~rd_ptr_sync2[ADDR_WIDTH:ADDR_WIDTH-1], rd_ptr_sync2[ADDR_WIDTH-2:0]});
endmodule
==> /design/flow/run.sh <==
#!/bin/bash
# OpenROAD 26Q1-2900-gdf79404cd8, Yosys 0.63+post, stock flow scripts
make -C /OpenROAD-flow-scripts/flow DESIGN_CONFIG=/design/flow/config.mk WORK_HOME=/design/flow/orfs finish
==> /design/flow/config.mk <==
export PLATFORM = sky130hd
export DESIGN_NAME = Async_Tx_FIFO
export DESIGN_NICKNAME = Async_Tx_FIFO
export VERILOG_FILES = /design/flow/design.v
export SDC_FILE = /design/flow/constraint.sdc
export NUM_CORES = 4
export LEC_CHECK = 1
export CORE_UTILIZATION = 30
==> /design/flow/constraint.sdc <==
current_design Async_Tx_FIFO

set clk_period 10.0
set clk_io_pct 0.2

create_clock -name clk0 -period $clk_period [get_ports {ACLK}]
create_clock -name clk1 -period $clk_period [get_ports {SCLK}]

set non_clock_inputs [all_inputs -no_clocks]
set_input_delay [expr $clk_period * $clk_io_pct] -clock clk0 $non_clock_inputs
set_output_delay [expr $clk_period * $clk_io_pct] -clock clk0 [all_outputs]
==> out/summary.txt <==
run status - completed
number of antenna violations at the first check in global routing - 1
unrepaired setup endpoints after global routing - no
end of the worst register-to-register path - data_out[4]$_DFFE_PN0P_
data arrival time of the worst path - 2.20 ns
growth of design area from synthesis to finish - 15.1%
hold-fix buffers at CTS - 0
share of total power consumed by net switching - 34.5%
cell count of the worst reg-to-reg path - 9
number of buffers added for setup after CTS - 0
clock-pin slew on the worst setup and hold paths - 0.08 ns
worst hold path startpoint - rd_ptr_gry[3]$_DFFE_PN0P_
endpoint type of the worst setup path - output port
max-slew violation count - 0
relative contribution of sequential cells to total power - 41.5%
Max-Cap Viols - 0
critical path type - reg -> out
mean routed wirelength per cell - 23.2 microns
number of global-route vias before repair - 13.5k
tool warnings - 32
CP Launch Type - flop
top-level port count - 71
relative slew slack - 41.4%
die width - 277 microns
cell internal pwr - 4.92 mW
sinks on the clock net - 584
post-synthesis sequential area ratio - 75.6%
endpoint with the worst hold slack - rd_ptr_sync1[3]$_DFF_PN0_
Net Switching - 2.59 mW
# Cells Yosys - 1,392
total of cells resized after clock tree synthesis - 0
flip-flop and latch count after synthesis - 584
leakage power of the design - 8.43 nW
Worst-Margin Slew - 0.877 ns
part of the power in combinational logic - 31.5%
required time at the endpoint of the critical path - 8.00 ns
most frequent cells in the layout - 512 x sky130_fd_sc_hd__edfxtp_1, 74 x sky130_fd_sc_hd__nand2_1, 70 x sky130_fd_sc_hd__dfrtp_1
worst hold path depth - 0
yosys warns - 2
standard-cell rows - 100
Async SR Flop Fraction - 12.3%
core area - 74,700 sq um
Die Outline Area - 76,900 sq um
clock tree skew after final layout - 0.0237 ns
synthesized cell area - 22,700 sq um
power per unit of standard cell area - 287 nW/um^2
total wire length after detailed routing - 57,300 microns
Total Negative Setup Slacks - 0 ns
post-synth cell types - 69
leading cell type in the layout, fill and taps excluded - sky130_fd_sc_hd__edfxtp_1
wire length of the first global-routing pass - 85,700 microns
worst setup slack after layout - 5.80 ns
half-perimeter wire length after placement - 32,200 microns
antenna cell count - 0
share of cells above drive strength 1 - 11.8%
maximum fanout count along the critical path - 3
setup slack of the worst register-to-register path - 6.71 ns
total overflow reported by the global router - 0
DIE HEIGHT - 277 microns
Hold Violations, Final - 0
pin count of the biggest net entering global routing - 54
per-cell via count in the routed design - 5.25
Reg2Reg Launch Point - rd_ptr_bin[1]$_DFFE_PN0P_
fraction of power consumed by the clock network - 26.9%
instance tally after logic synthesis - 1,392
average cell area after synthesis - 16.3 sq um
PnR Total Power - 7.51 mW
Post-synth EDFFs - 512
Hold Path Class - reg -> reg
number of vias in the routed layout - 12.9k
synthesized chip area reported by yosys - 22,700 sq um
global-route total usage across every layer - 15.9%
RD Place Congestion - 0.829
tally of nets with antenna violations remaining after routing - 0
DRC violation count after routing - 0
VDD IR max - 0.189 mV
number of buffers inserted by port buffering - 69
Finish-stage setup viols - 0
minimum setup slack after placement - 5.57 ns
most instantiated flip-flop cell in the synthesis netlist - sky130_fd_sc_hd__edfxtp_1
CTS tree - built
number of search-and-repair iterations in the first detailed-routing pass - 8
DRC violation total after the first TritonRoute iteration - 910
fp_density - 30.4%
==> sequential cells by signal (all words and copies together) (netlist names) <==
signal and count:
wr_ptr_gry 5, mem 512, wr_ptr_sync1 5, rd_ptr_sync1 5, wr_ptr_sync2 5, wr_ptr_bin 5
rd_ptr_sync2 5, rd_ptr_gry 5, rd_ptr_bin 5, data_out 32
==> worst max-delay path, stage by stage, from the launching register on <==
cell and delay [ns]:
sky130_fd_sc_hd__dfrtp_1 0.40, sky130_fd_sc_hd__xnor2_1 0.16, sky130_fd_sc_hd__nand2_1 0.12, sky130_fd_sc_hd__nor4_1 0.40, sky130_fd_sc_hd__clkdlybuf4s50_1 0.54
==> Yosys cell counts (4+ instances only) <==
| cell type | number | area (sq um) |
|---|---|---|
| sky130_fd_sc_hd__a311oi_1 | 4 | 35.0 |
| sky130_fd_sc_hd__a21o_1 | 7 | 52.6 |
| sky130_fd_sc_hd__nor2_1 | 54 | 203 |
| sky130_fd_sc_hd__buf_2 | 57 | 285 |
| sky130_fd_sc_hd__nor3_1 | 5 | 25.0 |
| sky130_fd_sc_hd__a221o_1 | 4 | 40.0 |
| sky130_fd_sc_hd__dfrtp_1 | 72 | 1800 |
| sky130_fd_sc_hd__buf_4 | 20 | 150 |
| sky130_fd_sc_hd__mux2_2 | 14 | 158 |
| sky130_fd_sc_hd__mux2_4 | 5 | 75.1 |
| sky130_fd_sc_hd__a22o_1 | 41 | 359 |
| sky130_fd_sc_hd__a211oi_1 | 24 | 180 |
| sky130_fd_sc_hd__a32o_1 | 4 | 40.0 |
| sky130_fd_sc_hd__and2_1 | 6 | 37.5 |
| sky130_fd_sc_hd__and4_1 | 4 | 35.0 |
| sky130_fd_sc_hd__xor2_1 | 13 | 114 |
| sky130_fd_sc_hd__nand3b_1 | 6 | 45.0 |
| sky130_fd_sc_hd__and3b_1 | 7 | 61.3 |
| sky130_fd_sc_hd__nand2_1 | 75 | 282 |
| sky130_fd_sc_hd__o31ai_1 | 18 | 135 |
| sky130_fd_sc_hd__nor2b_1 | 17 | 106 |
| sky130_fd_sc_hd__xnor2_1 | 16 | 140 |
| sky130_fd_sc_hd__ha_1 | 8 | 100 |
| sky130_fd_sc_hd__and3_1 | 6 | 37.5 |
| sky130_fd_sc_hd__a222oi_1 | 17 | 170 |
| sky130_fd_sc_hd__inv_1 | 7 | 26.3 |
| sky130_fd_sc_hd__a32oi_1 | 33 | 289 |
| sky130_fd_sc_hd__clkbuf_1 | 21 | 78.8 |
| sky130_fd_sc_hd__a221oi_1 | 39 | 342 |
| sky130_fd_sc_hd__o211ai_1 | 5 | 37.5 |
| sky130_fd_sc_hd__o2bb2ai_1 | 7 | 61.3 |
| sky130_fd_sc_hd__buf_6 | 9 | 101 |
| sky130_fd_sc_hd__o22ai_1 | 9 | 56.3 |
| sky130_fd_sc_hd__nand4_1 | 12 | 75.1 |
| sky130_fd_sc_hd__o21ai_1 | 5 | 25.0 |
| sky130_fd_sc_hd__a21oi_1 | 52 | 260 |
| sky130_fd_sc_hd__nor4_1 | 9 | 56.3 |
| sky130_fd_sc_hd__mux2i_1 | 12 | 120 |
| sky130_fd_sc_hd__o221ai_1 | 6 | 52.6 |
| sky130_fd_sc_hd__nand3_1 | 21 | 105 |
| sky130_fd_sc_hd__a22oi_1 | 61 | 458 |
| sky130_fd_sc_hd__edfxtp_1 | 512 | 15400 |
| sky130_fd_sc_hd__a31oi_1 | 10 | 62.6 |
| sky130_fd_sc_hd__o21ai_0 | 24 | 120 |
==> layer usage <==
layer | vias to the layer above | GRT usage [%] | share of wire (%)
met2 | 683 | 23.8 | 46
met4 | 2 | 2.99 | 2.1
met5 | - | 0 | 0.023
met1 | 6436 | 19.2 | 38
li1 | 5745 | - | -
met3 | 76 | 11.1 | 14
==> logic make-up after synthesis <==
logic type / share of synthesized area [%]
XOR/XNOR: 1.26
buffers and inverters: 2.93
flip-flops: 75.6
adder cells (fa/ha/maj): 0.440
AND/OR/NAND/NOR: 5.19
multiplexers: 1.60
AND-OR/OR-AND: 13.0
==> area by class of cell <==
class / count / area (sq um)
Clock inverter: 25 / 181
Timing Repair Buffer: 113 / 1020
Multi-Input combinational cell: 691 / 5020
Clock buffer: 73 / 1510
Fill cell: 6795 / 48500
Sequential cell: 584 / 17200
Inverter: 8 / 30.0
Tap cell: 969 / 1210
==> metrics by stage <==
step                      hold WS, ns  cells  utilization [%]  area, sq um
after floorplan                 0.331   1392                -        22700
after global routing            0.203   2463             35.0        26200
final                           0.190   2463             35.0        26200
after CTS                       0.184   2463             35.0        26200
after global placement          0.335   2365             32.7        24500
after detailed placement        0.336   2365             32.7        24500
==> power by group through the flow <==
stage / combinational [mW] / sequential, mW / clock, mW
4_1_cts: 2.39 / 3.13 / 2.07
5_1_grt: 2.58 / 3.15 / 2.15
6_report: 2.37 / 3.12 / 2.02
==> worst max path at each step <==
stage | start | end | slack [ns]
CTS | wr_ptr_gry[0]$_DFFE_PN0P_ | full | 5.71
global route | wr_ptr_gry[0]$_DFFE_PN0P_ | full | 5.60
finish | wr_ptr_gry[0]$_DFFE_PN0P_ | full | 5.80
No activity file was given, so power comes from the tool's default toggle rates.
