==> flow/design.v <==
module AXI_SLAVE(
    input logic ACLK,
    input logic ARESETN,
    input logic [31:0]AWADDR,
    input logic AWVALID,
    output logic AWREADY,
    input logic [31:0]WDATA,
    input logic WVALID,
    input logic WSTRB,
    output logic WREADY,
    output logic[1:0]BRESP,
    output logic BVALID,
    input logic BREADY,
    input logic FREADY_full,
    output logic wr_en,
    output logic[31:0]Tx_data_out,
    output logic[31:0]SS_data_out
);
typedef enum logic[1:0] { 
    OKAY,
    SLERROR
} resp_t;
 typedef enum logic[31:0]{
    Tx_address = 32'h0,
    SS_address = 32'h2
 } addr_t;
 typedef enum logic[1:0]{
    IDEAL,
    DECODE,
    EXECUTE
 } state_t;
typedef enum logic{
    START,
    OK
}phase_t;
logic ready;
logic count;
logic [31:0]data_buffer_1;
logic [31:0]addr_buffr;
state_t state;
phase_t phase;
logic AWalrt;
logic Walrt;
always_ff@(posedge ACLK)begin : AXI_SLAVE
    if(!ARESETN)begin
        wr_en <= 0;
        state <= IDEAL;
    end else begin
        wr_en <= 0;
        case(state)
            IDEAL: begin
                BRESP <= 2'b00;
                if(ready) begin
                    state <= DECODE;
                end
            end
            DECODE:begin
                BRESP <= 2'b00;
                case(addr_buffr)
                    Tx_address: begin
                        Tx_data_out <= data_buffer_1;  
                        BRESP <= 2'b00;
                        BVALID <= 1;
                        if(BVALID & BREADY) begin
                            state <= EXECUTE;
                        end
                    end
                    SS_address: begin
                        SS_data_out <= data_buffer_1;  
                        BRESP <= 2'b00;
                        BVALID <= 1;
                        if(BVALID & BREADY) begin
                            state <= EXECUTE;
                        end
                    end
                    default: begin
                        BRESP <= 2'b10;
                        BVALID <= 1;
                        if(BVALID & BREADY)begin
                            state <= EXECUTE;
                        end
                    end
                    endcase
            end
            EXECUTE:begin
                BVALID <= 0;
                wr_en <= 1;
                state <= IDEAL;
                BRESP <= 2'b00;
            end
        endcase
    end
end
always_ff@(posedge ACLK)begin : handshake_block
    if(!ARESETN)begin
        phase <= START;
        ready <= 0;
        AWalrt <= 0;
        Walrt <= 0;
    end else begin
        case(phase)
            START:begin
                if(AWVALID & AWREADY) begin
                    AWalrt <= 1;  
                    addr_buffr <= AWADDR;
                 end
                if(WVALID & WREADY)begin
                    Walrt <= 1;     
                    data_buffer_1 <= WDATA;
                end
                if(AWalrt & Walrt) begin    
                ready <= 1; 
                phase <= OK;
                end
            end
            OK:begin
                ready <= 0;
                AWalrt <= 0;
                Walrt <= 0;
                if(BVALID & BREADY) begin  
                    phase <= START; 
                end
            end
        endcase
    end
end
always_comb begin : ready_block
    if(FREADY_full && (phase == START) && (state == IDEAL) )begin
        AWREADY = 1;
        WREADY = 1;
    end else begin
        AWREADY = 0;
        WREADY = 0;
    end
end
endmodule
==> flow/run.sh <==
#!/bin/bash
# OpenROAD 26Q1-2900-gdf79404cd8, Yosys 0.63+post, stock flow scripts
make -C /OpenROAD-flow-scripts/flow DESIGN_CONFIG=/design/flow/config.mk WORK_HOME=/design/flow/orfs finish
==> flow/config.mk <==
export PLATFORM = sky130hd
export DESIGN_NAME = AXI_SLAVE
export DESIGN_NICKNAME = AXI_SLAVE
export VERILOG_FILES = /design/flow/design.v
export SDC_FILE = /design/flow/constraint.sdc
export NUM_CORES = 4
export LEC_CHECK = 1
export CORE_UTILIZATION = 30
==> flow/constraint.sdc <==
current_design AXI_SLAVE

set clk_period 9.4
set clk_io_pct 0.2

create_clock -name clk0 -period $clk_period [get_ports {ACLK}]

set non_clock_inputs [all_inputs -no_clocks]
set_input_delay [expr $clk_period * $clk_io_pct] -clock clk0 $non_clock_inputs
set_output_delay [expr $clk_period * $clk_io_pct] -clock clk0 [all_outputs]
==> impl_metrics.toml <==
# physical design summary
[status]
status = "finished clean"

[clock_tree]
h-tree-depth = 4
clock-sinks = 138
cts-root-buf = "clkbuf_16"
clkTransAtPathRegs_ps = 60
cts_resized = 0
clock_path_buffers = 2
insertion_delay_ps = 410
tritoncts = "done"
postCtsSetupRepairBufs = 0
cts_hold_buf = 0
cts_made_buffers = 17

[routing]
top_layer = "met4"
routed-wl-met3_um = 805
wl_met1_um = 3047
vias = 2209
antenna_left = 0
drt_iter0_markers = 154
routed_wl_um = 7652
wl_per_cell_um = 14.33
wl_met2_um = 3640
num_antenna_cells = 0
dr.pass1.iters = 4
via_per_inst = 4.137
drcViolationCount = 0

[floorplanning]
core_area_um2 = 13990
fp_util = 0.3090
chip_area_um2 = 14890
pin_count = 141
fp.dieH_um = 122.0
die_w_um = 122.0
row_count = 43

[cells_and_area]
fin_util = 0.4699
design_area_um2 = 6573
area_growth_pct = 52.04
drive_above_1_share = 0.1073
layout.cells.non_filler = 534
lay_top_cells = "clkdlybuf4s50_1 (138), edfxtp_1 (130), clkbuf_16 (17)"
lay_top_count = "clkdlybuf4s50_1"

[critical_path]
crit_top_cell = "clkdlybuf4s50_1"
required_ps = 7520
crit_path_end_kind = "output pin"
cp_slowest_stage_delay_ps = 500
cp_num_buf_inv = 2
worst-setup-path-type = "in2out"
cpMaxStageDelayCell = "clkdlybuf4s50_1"
cp-start-kind = "primary input"
cp_data_arrival_time_ps = 3030
critPathMaxFanout = 3
path_cells = "clkdlybuf4s50_1 -> nand2_1 -> nor2_1 -> clkdlybuf4s50_1"
critPathTopFamily = "buffers and inverters"

[power_and_ir_drop]
power_switching_mw = 0.2490
seq_power_share = 0.490
power.density_nw_per_um2 = 212.8
comb_power_share = 0.029
fin_total_pwr_mw = 1.399
switching_share = 0.1780
pwr-share-clk = 0.481
p_leak_nw = 2.185
p_int_mw = 1.150
peakVddDrop_mv = 0.1051

[sta]
finalCritPeriodShare = 0.5225
post-route-min-period_ps = 4912
finClkSkew_ps = 7.780
rsz0062_at_grt = "no"
setup_tns_ps = 0
max_freq_mhz = 203.6
maxSlewViolCount = 0
worst_slack_ps = 4488
hold_violations = 0
setup_viol = 0
holdWs_ps = 439.6

[place]
pre_cts_slack_ps = 4479
post_dp_cell_area_um2 = 5964
dp_hpwl_um = 5037
gp_congestion = 0.7270
port_buffers = 138
dp.cells = 502

[job]
log.warning_count = 26
max_cap_violations = 0

[global_routing]
grt_first_pass_wirelength_um = 11410
antenna_found_initial = 0
grt_pass1_vias = 2255
grt_overflow = 0
grt_max_degree = 33
grt_util_all_layers = 0.1104

[synth]
ys_cells = 183
avgSynthCellArea_um2 = 23.62
ys_seq_share = 0.9401
synth_flops = 138
syn_area_um2 = 4323
ys_area_um2 = 4323
yosysWarnings = 1
syn_inst = 183
synth_cell_types = 24

[worst_hold_path]
hold_class = "reg2reg"
## cells in the mapped netlist
library cell | instances | area share
inv_1 | 4 | 0.0035
nand3_1 | 3 | 0.0035
conb_1 | 1 | 0.00087
nor4_1 | 6 | 0.0087
a21oi_1 | 3 | 0.0035
a21o_1 | 1 | 0.0017
edfxtp_1 | 130 | 0.90
clkbuf_1 | 1 | 0.00087
and2_1 | 1 | 0.0014
a21boi_0 | 1 | 0.0017
nor2b_1 | 1 | 0.0014
a22oi_1 | 1 | 0.0017
nor4_2 | 2 | 0.0058
nand4_1 | 2 | 0.0029
o211a_1 | 1 | 0.0023
o211ai_1 | 1 | 0.0017
nand2_1 | 4 | 0.0035
nand2b_1 | 1 | 0.0014
dfxtp_1 | 8 | 0.037
nor3_1 | 2 | 0.0023
nor2_1 | 5 | 0.0043
or3_1 | 1 | 0.0014
buf_4 | 2 | 0.0035
o21a_1 | 1 | 0.0017
## worst paths after layout
kind                      from              end  slack [ps]  depth (start not counted)
max                FREADY_full           WREADY        4490                          4
min          data_buffer_1[16]  Tx_data_out[16]         440                          0
max reg2reg     addr_buffr[13]  Tx_data_out[26]        7360                          4
min reg2reg  data_buffer_1[16]  Tx_data_out[16]         440                          0
## layout make-up
type	instances	area (um^2)
multi-input combinational	38	249.0
fill	1234	7416
clock buffer	18	429.2
tap	180	225.2
sequential	138	4064
clock inverter	14	178.9
inverter	4	15.01
timing repair buffer	142	1411
## power groups by stage
stage / Sequential, mW / Clock [mW] / Combinational (mW)
final: 0.686 / 0.673 / 0.0408
after global routing: 0.686 / 0.716 / 0.0441
after CTS: 0.686 / 0.691 / 0.0417
## cells by family (layout without fill, tap and decap cells)
kind of cell	count (synthesis)	after routing	share of synthesized area
other	1	1	0.0008675
buffers and inverters	7	178	0.007812
DFF	138	138	0.9401
and+or+nand+nor	28	28	0.03676
AOI/OAI and AO/OA	9	9	0.01447
## worst reg2reg max path: stages, from the launching register on
cell and delay, ps:
edfxtp_1 360, nor4_1 320, nand4_1 260, nor4_4 260, buf_4 460
## per-layer routing
metal  GRT usage  up-vias
met2      0.1663      118
met3     0.05200       14
li1            -     1041
met4     0.02238        0
met5           0        -
met1      0.1560     1036
## sequential cells by signal, indices dropped and copies added (netlist names)
name	cells
wr_en	1
addr_buffr	32
AWalrt	1
Tx_data_out	32
ready	1
BVALID	1
data_buffer_1	32
Walrt	1
phase	1
SS_data_out	32
state	3
BRESP	1
Power is estimated from default activity; no workload was simulated.
